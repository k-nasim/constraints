File: ./design.v
module counter
(
	clk,
	reset,
	result,
	ena
);
	input clk;
	input reset;
	input ena;
	output [7:0] result;
	reg [7:0] result;
	always @(posedge clk or posedge reset)
	begin
		if (reset) 
			result = 0;		
		else if (ena) 
			result = result + 1;
	end
endmodule		
File: ./run.sh
#!/bin/bash
# OpenROAD 26Q1-2900-gdf79404cd8, Yosys 0.63+post, stock flow scripts
make -C /OpenROAD-flow-scripts/flow DESIGN_CONFIG=/design/flow/config.mk WORK_HOME=/design/flow/orfs finish
File: ./config.mk
export PLATFORM = sky130hd
export DESIGN_NAME = counter
export DESIGN_NICKNAME = counter
export VERILOG_FILES = /design/flow/design.v
export SDC_FILE = /design/flow/constraint.sdc
export NUM_CORES = 4
export LEC_CHECK = 1
export CORE_AREA = 10 10 70 70
export DIE_AREA = 0 0 80 80
File: ./constraint.sdc
current_design counter

set clk_period 2.4
set clk_io_pct 0.2

create_clock -name clk0 -period $clk_period [get_ports {clk}]

set non_clock_inputs [all_inputs -no_clocks]
set_input_delay [expr $clk_period * $clk_io_pct] -clock clk0 $non_clock_inputs
set_output_delay [expr $clk_period * $clk_io_pct] -clock clk0 [all_outputs]
==> flow_summary.json <==
{
  "post_synth_num_cell_types": 12,
  "htreeDepth": 1,
  "area_leaders": "dfrtp_1 (58%), xnor2_1 (10%), xor2_1 (7.6%)",
  "total_power_mw": 0.564,
  "avgSynthCellArea_um2": 12.8,
  "area_growth_pct": 52.2,
  "num_rows": 21,
  "tritoncts": "yes",
  "drv_cap": 0,
  "synth-seq-area-share_pct": 58.0,
  "path_cells": "clkdlybuf4s50_1",
  "critPathLaunchType": "flop",
  "hp-class": "primary input to async pin",
  "drcViolationCount": 0,
  "setup_viol": 0,
  "cts_root_buffer": "clkbuf_4",
  "vias_per_cell": 2.95,
  "finalHoldViolCount": 0,
  "cp_slowest_cell": "clkdlybuf4s50_1",
  "cp.arrival_ns": 1.19,
  "hpwlAfterDp_um": 609,
  "grt_overflow": 0,
  "firstDrtPassIters": 1,
  "peakVddDrop_mv": 0.476,
  "ioPinCount": 11,
  "ys_area_um2": 345,
  "status": "finished clean",
  "fin_crit_sh_pct": 69.5,
  "grt_pass1_vias": 273,
  "ff2ff_path_depth": 2,
  "final.setup.tns_ns": 0,
  "top_area_share_pct": 58.0,
  "die_h_um": 80,
  "diodes": 0,
  "period_needed_ns": 1.67,
  "clock-skew-final_ns": 0.000779,
  "routedWlPerCell_um": 8.73,
  "core_um2": 3420,
  "endpoint_kind": "primary output",
  "final_layout_size_suffix_gt1_share_pct": 15.0,
  "antenna_found_initial": 0,
  "grt_usage_pct": 2.47,
  "cts_made_buffers": 3,
  "leakage_nw": 0.216,
  "cts.sink_count": 8,
  "drtIter0Drc": 0,
  "clk_latency_ns": 0.25,
  "fmax_ghz": 0.599,
  "cp_top_family": "buffers and inverters",
  "io_buffers": 10,
  "worst_slew_pin_slew_ns": 0.305,
  "syn_area_um2": 345,
  "timing.final.max_slew_violations": 0,
  "max-slew-margin-rel_pct": 79.6,
  "cts_resized": 0,
  "yosysWarnings": 1,
  "cts_buffer_depth": 2,
  "warnings": 25,
  "ys_cells": 27,
  "path_clk_slew_ns": 0.05,
  "fp-utilization_pct": 10.1,
  "rsz0062_at_grt": "false",
  "drt-total-wl_um": 751,
  "vias": 254,
  "grt_max_degree": 9,
  "holdBufCountCts": 0,
  "p_per_area_nw_per_um2": 1070,
  "cp.depth": 1,
  "worstSetupPathType": "flop to primary output",
  "drt.antenna.violating_nets": 0,
  "top_area_cell": "dfrtp_1",
  "syn_inst": 27,
  "fp.dieW_um": 80,
  "worst-path-max-fanout": 5,
  "cts_setup_buffers": 0,
  "gp_congestion": 0.756,
  "crit_required_ns": 1.92,
  "critPathMaxStageDelay_ns": 0.52,
  "ys_seq_elements": 8,
  "worst-path-buf-inv": 1,
  "grt_pass1_wl_mm": 1.21,
  "largest_reg_flops": 8,
  "die-area_um2": 6400
}
## stage by stage
step | hold slack (ns) | std cells | worst slack, ns | area, µm² | util [%]
2_1_floorplan | 0.296 | 27 | 1.36 | 345 | -
3_3_place_gp | 0.479 | 83 | 0.701 | 503 | 14.7
3_5_place_dp | 0.476 | 83 | 0.664 | 503 | 14.7
4_1_cts | 0.484 | 86 | 0.713 | 526 | 15.4
5_1_grt | 0.504 | 86 | 0.648 | 526 | 15.4
6_report | 0.477 | 86 | 0.732 | 526 | 15.4
## layout by cell type, fill, tap and decap left out, drive strengths merged
| master | n |
|---|---|
| nand4 | 3 |
| clkdlybuf4s50 | 10 |
| nor3 | 1 |
| xnor2 | 4 |
| nand2 | 3 |
| nor2 | 1 |
| mux2 | 1 |
| inv | 1 |
| ha | 1 |
| clkbuf | 3 |
| dfrtp | 8 |
| xor2 | 3 |
| and3 | 1 |
## cell usage after synthesis
library cell,n
dfrtp_1,8
xnor2_1,4
nand2_1,3
xor2_1,3
nand4_1,2
and3_1,1
ha_1,1
inv_1,1
mux2_2,1
nand4_2,1
nor2_1,1
nor3_2,1
## power breakdown
group | leakage, nW | internal (mW) | total, mW | switching (mW)
Combinational | 0.102 | 0.147 | 0.201 | 0.0540
Clock | 0.0138 | 0.0570 | 0.0993 | 0.0423
Sequential | 0.0999 | 0.192 | 0.263 | 0.0711
Total | 0.216 | 0.396 | 0.564 | 0.167
## metal layers
layer | vias up | track usage [%] | part of all wire, %
met1 | 117 | 3.03 | 52
met4 | 0 | 0.528 | 0
li1 | 124 | - | -
met2 | 13 | 3.21 | 35
met3 | 0 | 2.05 | 13
met5 | - | 0 | 0
## final timing paths
| check | startpoint | endpoint | slack (ns) |
|---|---|---|---|
| worst max-delay path | result[3]$_DFFE_PP0P_ | result[3] | 0.73 |
| worst min-delay path | reset | result[6]$_DFFE_PP0P_ | 0.48 |
| worst max register to register | result[0]$_DFFE_PP0P_ | result[1]$_DFFE_PP0P_ | 1.30 |
| worst min register to register | result[7]$_DFFE_PP0P_ | result[7]$_DFFE_PP0P_ | 0.48 |
| max in group asynchronous | reset | result[4]$_DFFE_PP0P_ | 1.69 |
| min in group clk0 | result[7]$_DFFE_PP0P_ | result[7]$_DFFE_PP0P_ | 0.48 |
## worst reg2reg max path, delay by kind of cell (launching register included)
family | cells | cell delay [ns]
multiplexers | 1 | 0.26
flip-flops | 1 | 0.42
adder cells (fa/ha/maj) | 1 | 0.30
## layout make-up
cell class	instances	area, µm²
fillers	396	2890
flip-flops and latches	8	200
multi-input cells	18	141
repair buffers	10	100
well taps	46	57.6
clock buffers	3	22.5
inverters	1	3.75
## logic make-up (layout without fill, tap and decap cells)
kind of cell	Yosys count	after routing	share of synthesized area (%)
flip-flops	8	8	58.0
multiplexers	1	1	3.26
adder cells (fa/ha/maj)	1	1	3.62
XOR/XNOR	7	7	17.8
buffers and inverters	1	14	1.09
AND/OR/NAND/NOR	9	9	16.3
Power is estimated from default activity; no workload was simulated.
