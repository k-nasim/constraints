$ cat design/flow/design.v
module tap_top(
                tms_pad_i, 
                tck_pad_i, 
                trst_pad_i, 
                tdi_pad_i, 
                tdo_pad_o, 
                tdo_padoe_o,
                shift_dr_o,
                pause_dr_o, 
                update_dr_o,
                capture_dr_o,
                extest_select_o, 
                sample_preload_select_o,
                mbist_select_o,
                debug_select_o,
                tdo_o, 
                debug_tdi_i,     
                bs_chain_tdi_i,  
                mbist_tdi_i      
              );
input   tms_pad_i;       
input   tck_pad_i;       
input   trst_pad_i;      
input   tdi_pad_i;       
output  tdo_pad_o;       
output  tdo_padoe_o;     
output  shift_dr_o;
output  pause_dr_o;
output  update_dr_o;
output  capture_dr_o;
output  extest_select_o;
output  sample_preload_select_o;
output  mbist_select_o;
output  debug_select_o;
output  tdo_o;
input   debug_tdi_i;     
input   bs_chain_tdi_i;  
input   mbist_tdi_i;     
reg     test_logic_reset;
reg     run_test_idle;
reg     select_dr_scan;
reg     capture_dr;
reg     shift_dr;
reg     exit1_dr;
reg     pause_dr;
reg     exit2_dr;
reg     update_dr;
reg     select_ir_scan;
reg     capture_ir;
reg     shift_ir, shift_ir_neg;
reg     exit1_ir;
reg     pause_ir;
reg     exit2_ir;
reg     update_ir;
reg     extest_select;
reg     sample_preload_select;
reg     idcode_select;
reg     mbist_select;
reg     debug_select;
reg     bypass_select;
reg     tdo_pad_o;
reg     tdo_padoe_o;
reg     tms_q1, tms_q2, tms_q3, tms_q4;
wire    tms_reset;
assign tdo_o = tdi_pad_i;
assign shift_dr_o = shift_dr;
assign pause_dr_o = pause_dr;
assign update_dr_o = update_dr;
assign capture_dr_o = capture_dr;
assign extest_select_o = extest_select;
assign sample_preload_select_o = sample_preload_select;
assign mbist_select_o = mbist_select;
assign debug_select_o = debug_select;
always @ (posedge tck_pad_i)
begin
  tms_q1 <= #1 tms_pad_i;
  tms_q2 <= #1 tms_q1;
  tms_q3 <= #1 tms_q2;
  tms_q4 <= #1 tms_q3;
end
assign tms_reset = tms_q1 & tms_q2 & tms_q3 & tms_q4 & tms_pad_i;     
always @ (posedge tck_pad_i or posedge trst_pad_i)
begin
  if(trst_pad_i)
    test_logic_reset<=#1 1'b1;
  else if (tms_reset)
    test_logic_reset<=#1 1'b1;
  else
    begin
      if(tms_pad_i & (test_logic_reset | select_ir_scan))
        test_logic_reset<=#1 1'b1;
      else
        test_logic_reset<=#1 1'b0;
    end
end
always @ (posedge tck_pad_i or posedge trst_pad_i)
begin
  if(trst_pad_i)
    run_test_idle<=#1 1'b0;
  else if (tms_reset)
    run_test_idle<=#1 1'b0;
  else
  if(~tms_pad_i & (test_logic_reset | run_test_idle | update_dr | update_ir))
    run_test_idle<=#1 1'b1;
  else
    run_test_idle<=#1 1'b0;
end
always @ (posedge tck_pad_i or posedge trst_pad_i)
begin
  if(trst_pad_i)
    select_dr_scan<=#1 1'b0;
  else if (tms_reset)
    select_dr_scan<=#1 1'b0;
  else
  if(tms_pad_i & (run_test_idle | update_dr | update_ir))
    select_dr_scan<=#1 1'b1;
  else
    select_dr_scan<=#1 1'b0;
end
always @ (posedge tck_pad_i or posedge trst_pad_i)
begin
  if(trst_pad_i)
    capture_dr<=#1 1'b0;
  else if (tms_reset)
    capture_dr<=#1 1'b0;
  else
  if(~tms_pad_i & select_dr_scan)
    capture_dr<=#1 1'b1;
  else
    capture_dr<=#1 1'b0;
end
always @ (posedge tck_pad_i or posedge trst_pad_i)
begin
  if(trst_pad_i)
    shift_dr<=#1 1'b0;
  else if (tms_reset)
    shift_dr<=#1 1'b0;
  else
  if(~tms_pad_i & (capture_dr | shift_dr | exit2_dr))
    shift_dr<=#1 1'b1;
  else
    shift_dr<=#1 1'b0;
end
always @ (posedge tck_pad_i or posedge trst_pad_i)
begin
  if(trst_pad_i)
    exit1_dr<=#1 1'b0;
  else if (tms_reset)
    exit1_dr<=#1 1'b0;
  else
  if(tms_pad_i & (capture_dr | shift_dr))
    exit1_dr<=#1 1'b1;
  else
    exit1_dr<=#1 1'b0;
end
always @ (posedge tck_pad_i or posedge trst_pad_i)
begin
  if(trst_pad_i)
    pause_dr<=#1 1'b0;
  else if (tms_reset)
    pause_dr<=#1 1'b0;
  else
  if(~tms_pad_i & (exit1_dr | pause_dr))
    pause_dr<=#1 1'b1;
  else
    pause_dr<=#1 1'b0;
end
always @ (posedge tck_pad_i or posedge trst_pad_i)
begin
  if(trst_pad_i)
    exit2_dr<=#1 1'b0;
  else if (tms_reset)
    exit2_dr<=#1 1'b0;
  else
  if(tms_pad_i & pause_dr)
    exit2_dr<=#1 1'b1;
  else
    exit2_dr<=#1 1'b0;
end
always @ (posedge tck_pad_i or posedge trst_pad_i)
begin
  if(trst_pad_i)
    update_dr<=#1 1'b0;
  else if (tms_reset)
    update_dr<=#1 1'b0;
  else
  if(tms_pad_i & (exit1_dr | exit2_dr))
    update_dr<=#1 1'b1;
  else
    update_dr<=#1 1'b0;
end
always @ (posedge tck_pad_i or posedge trst_pad_i)
begin
  if(trst_pad_i)
    select_ir_scan<=#1 1'b0;
  else if (tms_reset)
    select_ir_scan<=#1 1'b0;
  else
  if(tms_pad_i & select_dr_scan)
    select_ir_scan<=#1 1'b1;
  else
    select_ir_scan<=#1 1'b0;
end
always @ (posedge tck_pad_i or posedge trst_pad_i)
begin
  if(trst_pad_i)
    capture_ir<=#1 1'b0;
  else if (tms_reset)
    capture_ir<=#1 1'b0;
  else
  if(~tms_pad_i & select_ir_scan)
    capture_ir<=#1 1'b1;
  else
    capture_ir<=#1 1'b0;
end
always @ (posedge tck_pad_i or posedge trst_pad_i)
begin
  if(trst_pad_i)
    shift_ir<=#1 1'b0;
  else if (tms_reset)
    shift_ir<=#1 1'b0;
  else
  if(~tms_pad_i & (capture_ir | shift_ir | exit2_ir))
    shift_ir<=#1 1'b1;
  else
    shift_ir<=#1 1'b0;
end
always @ (posedge tck_pad_i or posedge trst_pad_i)
begin
  if(trst_pad_i)
    exit1_ir<=#1 1'b0;
  else if (tms_reset)
    exit1_ir<=#1 1'b0;
  else
  if(tms_pad_i & (capture_ir | shift_ir))
    exit1_ir<=#1 1'b1;
  else
    exit1_ir<=#1 1'b0;
end
always @ (posedge tck_pad_i or posedge trst_pad_i)
begin
  if(trst_pad_i)
    pause_ir<=#1 1'b0;
  else if (tms_reset)
    pause_ir<=#1 1'b0;
  else
  if(~tms_pad_i & (exit1_ir | pause_ir))
    pause_ir<=#1 1'b1;
  else
    pause_ir<=#1 1'b0;
end
always @ (posedge tck_pad_i or posedge trst_pad_i)
begin
  if(trst_pad_i)
    exit2_ir<=#1 1'b0;
  else if (tms_reset)
    exit2_ir<=#1 1'b0;
  else
  if(tms_pad_i & pause_ir)
    exit2_ir<=#1 1'b1;
  else
    exit2_ir<=#1 1'b0;
end
always @ (posedge tck_pad_i or posedge trst_pad_i)
begin
  if(trst_pad_i)
    update_ir<=#1 1'b0;
  else if (tms_reset)
    update_ir<=#1 1'b0;
  else
  if(tms_pad_i & (exit1_ir | exit2_ir))
    update_ir<=#1 1'b1;
  else
    update_ir<=#1 1'b0;
end
reg [4-1:0]  jtag_ir;           
reg [4-1:0]  latched_jtag_ir, latched_jtag_ir_neg;
reg                   instruction_tdo;
always @ (posedge tck_pad_i or posedge trst_pad_i)
begin
  if(trst_pad_i)
    jtag_ir[4-1:0] <= #1 4'b0;
  else if(capture_ir)
    jtag_ir <= #1 4'b0101;           
  else if(shift_ir)
    jtag_ir[4-1:0] <= #1 {tdi_pad_i, jtag_ir[4-1:1]};
end
always @ (negedge tck_pad_i)
begin
  instruction_tdo <= #1 jtag_ir[0];
end
reg [31:0] idcode_reg;
reg        idcode_tdo;
always @ (posedge tck_pad_i)
begin
  if(idcode_select & shift_dr)
    idcode_reg <= #1 {tdi_pad_i, idcode_reg[31:1]};
  else
    idcode_reg <= #1 32'h149511c3;
end
always @ (negedge tck_pad_i)
begin
    idcode_tdo <= #1 idcode_reg;
end
reg  bypassed_tdo;
reg  bypass_reg;
always @ (posedge tck_pad_i or posedge trst_pad_i)
begin
  if (trst_pad_i)
    bypass_reg<=#1 1'b0;
  else if(shift_dr)
    bypass_reg<=#1 tdi_pad_i;
end
always @ (negedge tck_pad_i)
begin
  bypassed_tdo <=#1 bypass_reg;
end
always @ (posedge tck_pad_i or posedge trst_pad_i)
begin
  if(trst_pad_i)
    latched_jtag_ir <=#1 4'b0010;    
  else if (tms_reset)
    latched_jtag_ir <=#1 4'b0010;    
  else if(update_ir)
    latched_jtag_ir <=#1 jtag_ir;
end
always @ (latched_jtag_ir)
begin
  extest_select           = 1'b0;
  sample_preload_select   = 1'b0;
  idcode_select           = 1'b0;
  mbist_select            = 1'b0;
  debug_select            = 1'b0;
  bypass_select           = 1'b0;
  case(latched_jtag_ir)    /* synthesis parallel_case */ 
    4'b0000:            extest_select           = 1'b1;     
    4'b0001:    sample_preload_select   = 1'b1;     
    4'b0010:            idcode_select           = 1'b1;     
    4'b1001:             mbist_select            = 1'b1;     
    4'b1000:             debug_select            = 1'b1;     
    4'b1111:            bypass_select           = 1'b1;     
    default:            bypass_select           = 1'b1;     
  endcase
end
always @ (shift_ir_neg or exit1_ir or instruction_tdo or latched_jtag_ir_neg or idcode_tdo or
          debug_tdi_i or bs_chain_tdi_i or mbist_tdi_i or 
          bypassed_tdo)
begin
  if(shift_ir_neg)
    tdo_pad_o = instruction_tdo;
  else
    begin
      case(latched_jtag_ir_neg)    // synthesis parallel_case
        4'b0010:            tdo_pad_o = idcode_tdo;        
        4'b1000:             tdo_pad_o = debug_tdi_i;       
        4'b0001:    tdo_pad_o = bs_chain_tdi_i;    
        4'b0000:            tdo_pad_o = bs_chain_tdi_i;    
        4'b1001:             tdo_pad_o = mbist_tdi_i;       
        default:            tdo_pad_o = bypassed_tdo;      
      endcase
    end
end
always @ (negedge tck_pad_i)
begin
  tdo_padoe_o <= #1 shift_ir | shift_dr | (pause_dr & debug_select);
end
always @ (negedge tck_pad_i)
begin
  shift_ir_neg <= #1 shift_ir;
  latched_jtag_ir_neg <= #1 latched_jtag_ir;
end
endmodule
$ cat design/flow/run.sh
#!/bin/bash
# OpenROAD 26Q1-2900-gdf79404cd8, Yosys 0.63+post, stock flow scripts
make -C /OpenROAD-flow-scripts/flow DESIGN_CONFIG=/design/flow/config.mk WORK_HOME=/design/flow/orfs finish
$ cat design/flow/config.mk
export PLATFORM = sky130hd
export DESIGN_NAME = tap_top
export DESIGN_NICKNAME = tap_top
export VERILOG_FILES = /design/flow/design.v
export SDC_FILE = /design/flow/constraint.sdc
export NUM_CORES = 4
export LEC_CHECK = 1
export CORE_UTILIZATION = 30
$ cat design/flow/constraint.sdc
current_design tap_top

set clk_period 2.5
set clk_io_pct 0.2

create_clock -name clk0 -period $clk_period [get_ports {tck_pad_i}]

set non_clock_inputs [all_inputs -no_clocks]
set_input_delay [expr $clk_period * $clk_io_pct] -clock clk0 $non_clock_inputs
set_output_delay [expr $clk_period * $clk_io_pct] -clock clk0 [all_outputs]
==> flow_metrics.tcl <==
# yosys + openroad results
set metrics [dict create \
    grt_pass1_wl_um 5730 \
    area_growth_pct 25.6 \
    io_buffers 17 \
    cts_tree "built" \
    cp-end-kind "primary output" \
    leakagePower_nw 1.18 \
    dieArea_mm2 0.00762 \
    synth_seq_share_pct 70.0 \
    postSynthCellCount 177 \
    synthArstFlopShare_pct 35.7 \
    syn-cell-area_mm2 0.00218 \
    startpoint_type "flop" \
    largest_reg_flops 32 \
    vias_per_cell 4.07 \
    violations "setup timing" \
    drtIter0Drc 82 \
    yosys_warnings 2 \
    cp_num_buf_inv 1 \
    slew_viol_final 0 \
    ys_ff 70 \
    edf_count 0 \
    fp.coreArea_mm2 0.00691 \
    drc 0 \
    ir_worst_vdd_mv 0.443 \
    die_w_um 87.3 \
    route.vias.total 1278 \
    warning_count 37 \
    crit_path_cell_trace "or4b_1 -> a31oi_1 -> o41ai_2 -> buf_2" \
    io_pins 18 \
    hold_path.class "reg2reg" \
    worstPathArrival_ns 2.83 \
    dp_slack_ns -0.711 \
    rows 30 \
    fin_setup_tns_ns -0.833 \
    critPathSlowestCell "or4b_1" \
    worst_pin_slew_ns 0.422 \
    track_usage_pct 10.0 \
    max_stage_delay_ns 0.49 \
    layout_top_cell "dfxtp_1" \
    gp_congestion 0.770 \
    rsz0062_at_grt "true" \
    skew_ns 0.0399 \
    hpwl_um 2090 \
    clock.latency.late_pin_ns 0.38 \
    finalHoldViolCount 0 \
    clock-sinks 70 \
    antenna_found_initial 0 \
    numCtsBuffers 9 \
    detail-route-antenna-nets 0 \
    cts_buffer_depth 2 \
    post-route-util_pct 39.7 \
    fillers 655 \
    drv_cap 0 \
    path_max_fanout 4 \
    grt_max_degree 33 \
    finalSetupViolations 1 \
    wire_per_inst_um 10.7 \
    ff_type "dfxtp_1" \
    finalWirelength_um 3360 \
    power.density_mw_per_mm2 1020 \
    root_buffer "clkbuf_8" \
    cts.clk_slew.worst_paths_ns 0.07 \
    required_ns 2.00 \
    fp.dieH_um 87.3 \
    lay_top_cells "dfxtp_1 (42), nor2_1 (23), dfrtp_1 (23)" \
    n_antenna_cell 0 \
    fp_util_pct 31.6 \
    yosysCellCount 177 \
    synth_cell_type_count 31 \
    setup_ws_ns -0.833 \
    relSlewSlack_pct 71.8 \
    outcome "complete, but fails checks" \
    drive_gt1_share_pct 15.1 \
    drt-pass1-iter-count 4 \
    path_delay_family "simple AND/OR/NAND/NOR gates" \
    yosysChipArea_mm2 0.00218 \
    syn_avg_cell_area_um2 12.3 \
    crit_type "reg2out" \
    htreeDepth 3 \
    cts_hold_buf 0 \
    grt_overflow_total 0 \
    grt_pass1_vias 1195 \
]
==> final cells by class <==
cell class / count / area [um2] / share of cell area (%)
clock buffers: 10 / 128 / 4.66
clock inverters: 15 / 118 / 4.29
inverters: 3 / 11.3 / 0.411
multi-input cells: 96 / 619 / 22.6
flip-flops and latches: 70 / 1530 / 55.9
well taps: 96 / 120 / 4.38
repair buffers: 24 / 213 / 7.76
==> report_power, final <==
| group | leakage (nW) | internal, mW | switching, mW |
|---|---|---|---|
| clock network | 0.151 | 0.577 | 0.427 |
| logic | 0.334 | 0.234 | 0.161 |
| registers | 0.694 | 1.30 | 0.110 |
| total | 1.18 | 2.11 | 0.698 |
==> cell usage after synthesis (all sizes together) (3+ instances only) <==
library cell / number / area, um2
nor2b: 5 / 31.3
nor4b: 3 / 26.3
nand2b: 12 / 75.1
and2: 21 / 131
clkbuf: 5 / 21.3
a211o: 4 / 35.0
inv: 4 / 15.0
nor2: 23 / 86.3
nand2: 3 / 11.3
dfrtp: 23 / 576
mux2i: 5 / 50.1
nor3: 3 / 15.0
dfxtp: 45 / 901
==> kinds of logic (layout without fill, tap and decap cells) <==
| group | Yosys count | after routing | synth area share [%] |
|---|---|---|---|
| mux | 6 | 6 | 2.81 |
| simple gates | 80 | 80 | 21.4 |
| compound gates | 10 | 10 | 3.50 |
| buf+inv | 11 | 52 | 2.23 |
| flops | 70 | 70 | 70.0 |
==> path summary, 6_finish.rpt <==
path / start / endpoint / slack (ns) / depth (start not counted)
setup / recovery: latched_jtag_ir_neg[3] / tdo_pad_o / -0.83 / 4
hold / removal: tms_q1 / tms_q2 / 0.37 / 0
setup reg to reg: latched_jtag_ir[1] / tdo_padoe_o / 0.19 / 2
hold reg to reg: tms_q1 / tms_q2 / 0.37 / 0
max in group asynchronous: trst_pad_i / test_logic_reset / 1.70 / 3
min in group asynchronous: trst_pad_i / latched_jtag_ir[0] / 0.51 / 3
==> repair_timing <==
action / 4_1_cts / 5_1_grt
setup buffers: 1 / 0
endpoints found under the setup margin: 2 / 3
gates resized: 8 / 2
pin swaps: 3 / 0
==> stage by stage <==
step / instances / hold slack (ns) / cell area [um2] / power, mW
6_report: 314 / 0.366 / 2740 / 2.81
5_1_grt: 314 / 0.372 / 2740 / 2.97
4_1_cts: 314 / 0.365 / 2730 / 2.83
3_5_place_dp: 289 / 0.355 / 2490 / 1.84
3_3_place_gp: 289 / 0.354 / 2490 / 1.83
2_1_floorplan: 177 / 0.344 / 2180 / 1.63
==> metal layers <==
metal | GRT usage, % | part of all wire [%]
met1 | 16.8 | 53
met2 | 13.1 | 41
met3 | 3.46 | 5.6
met4 | 1.64 | 1.1
met5 | 0 | 0
Power figures rest on the tool's default switching activity, not on a simulated workload.
